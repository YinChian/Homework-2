==> ./design.v <==
module data_sender(
	input				clk,
	input				reset_n,	
	input  [7:0]	data,		 
	input 			rs,		 
	input				send,
	output [7:0]	LCD_DATA, 
	output			LCD_EN, 	 
	output			LCD_RS,	 
	output			done		 
);
	assign done = count_40u == 11'd2_000;
	parameter start = 0, init = 1,hi_en = 2, low_en = 3, delay = 4;
	reg [2:0] state, next_state;
	always@(posedge clk,negedge reset_n)begin
		if(!reset_n) state <= 0;
		else state <= next_state;
	end
	always@(*)begin
		case(state)
			start: next_state = (send) 						? 	init		:	start;
			init:	 next_state = (count_500ns == 5'd8) 	? 	hi_en 	: 	init;
			hi_en: next_state = (count_500ns == 5'd23)	? 	low_en	: 	hi_en;
			low_en:next_state = (count_500ns == 5'd30)	? 	delay		: 	low_en;
			delay: next_state = (count_40u == 11'd2_000)	?	start		:	delay;
		endcase
	end
	reg [4:0] count_500ns;
	always@(posedge clk,negedge reset_n)begin
		if(!reset_n) count_500ns <= 5'd0;
		else if(state != start || state != delay)begin
			if(count_500ns == 5'd30) count <= 5'd0;
			else count_500ns <= 5'd0;
		end
		else count_500ns <= 5'd0;
	end
	reg [10:0] count_40u;
	always@(posedge clk,negedge reset_n)begin
		if(!reset_n) count_40u <= 11'd0;
		else if(state == delay)begin  
			if(count_40u == 11'd2_000) count_40u <= 11'd0;
			else count_40u <= count_40u + 11'd1; 
		end			 
		else count_40u <= 11'd0;
	end
	always@(*)begin
		case(state)
			start: begin
				LCD_RS = rs;
				LCD_DATA = data;
				LCD_EN = 1'b0;
			end
			init : begin
				LCD_RS = rs;
				LCD_DATA = data;
				LCD_EN = 1'b0;
			end
			hi_en: begin
				LCD_RS = rs;
				LCD_DATA = data;
				LCD_EN = 1'b1;
			end
			low_en: begin
				LCD_RS = rs;
				LCD_DATA = data;
				LCD_EN = 1'b0;
			end
			delay: begin	
				LCD_RS = rs;
				LCD_DATA = data;
				LCD_EN = 1'b0;
			end
		endcase
	end
endmodule 
==> ./run.sh <==
#!/bin/bash
# OpenROAD 26Q1-2900-gdf79404cd8, Yosys 0.63+post, stock flow scripts
make -C /OpenROAD-flow-scripts/flow DESIGN_CONFIG=/design/flow/config.mk WORK_HOME=/design/flow/orfs finish
==> ./config.mk <==
export PLATFORM = sky130hd
export DESIGN_NAME = data_sender
export DESIGN_NICKNAME = data_sender
export VERILOG_FILES = /design/flow/design.v
export SDC_FILE = /design/flow/constraint.sdc
export NUM_CORES = 4
export LEC_CHECK = 1
export CORE_AREA = 10 10 87 87
export DIE_AREA = 0 0 97 97
==> ./constraint.sdc <==
current_design data_sender

set clk_period 1.7
set clk_io_pct 0.2

create_clock -name clk0 -period $clk_period [get_ports {clk}]

set non_clock_inputs [all_inputs -no_clocks]
set_input_delay [expr $clk_period * $clk_io_pct] -clock clk0 $non_clock_inputs
set_output_delay [expr $clk_period * $clk_io_pct] -clock clk0 [all_outputs]
==> results_slide.txt <==
Implementation Results

Worst setup path
  – CP Depth: 5
  – R2R Setup Slk: 0.14 ns
  – CP Data Arrival Time: 1.34 ns
  – Crit-path slowest cell: dfrtp_1
  – Cell Chain, Critical Path: inv_1, ha_2, nor4b_4, and4_1, buf_2
  – Worst reg2reg startpoint: count_40u[0]
  – Crit path max fanout: 2
  – CP required: 1.36 ns
  – Buffer-and-inverter tally for the worst setup path: 2
  – CP Class: reg2out
  – Critical Path Sink: done
  – Critical R2R Capture: count_40u[6]
  – CP Launch Point: count_40u[0]
  – CP top delay family: simple AND/OR/NAND/NOR gates
  – Worst setup EP type: output port
  – Crit-path max cell delay: 0.38 ns
  – Reg2reg path depth: 6
  – CP Launch Type: flop

Placed design
  – Hpwl dp: 1550 microns
  – Gpl congestion: 0.772
  – Placed Cells: 191
  – # port buffers: 22

Clock tree
  – Root Driver: clkbuf_8
  – CTS tree: built
  – Worst-path clk slew: 0.06 ns
  – CTS Buf Count: 3
  – Clock H-tree levels: 1
  – Late-Pin Clk Latency: 0.24 ns
  – CTS max path bufs: 2

GRT
  – Antenna violations before repair: 0
  – Pin count of the biggest net entering global routing: 15
  – GRT Residual Overflow: 0
  – Vias in the first global route: 642
  – Tot GR Track Use: 0.0400
  – Wire length of the first global-routing pass: 3190 microns

Synth
  – Ys cells: 87
  – Syn_area_per_cell: 10.6 sq um
  – Top FF cell, synth: dfrtp_1
  – Post-Syn Area: 920 sq um
  – Synthesized instance count: 87
  – Synth Register Bits: 27
  – Distinct cells, synth: 28
  – Yosys stat area: 920 sq um
  – Ys async rst share: 0.519
  – Ys Warns: 18
  – Number of enable flip-flop cells: 0

Route
  – DR pass1 iterations: 4
  – Detailed Route Iter0 Violations: 40
  – DR DRC count: 0
  – Antenna-violating nets left: 0
  – ANT cells: 0
  – Vias: 713
  – WL final: 1970 microns
  – Avg Vias per Cell: 3.62
  – WL/cell: 9.99 microns

Pwr
  – Leak pwr: 0.592 nW
  – P_int: 564 uW
  – Clk pwr share: 0.469
  – Combinational share of power: 0.047
  – Final Power: 694 uW
  – Max rail drop VDD: 349 uV
  – Switching Fraction: 0.187
  – P_sw: 129 uW
  – Sequential power share: 0.484
  – Pwr/cell area: 506 nW/um^2

Floorplanning
  – Cell Rows: 27
  – Die W: 97 microns
  – Die area: 9410 sq um
  – Chip height: 97 microns
  – I/O Pins: 23
  – Init Core Util: 0.163
  – Core Region: 5640 sq um

STA
  – RSZ-0062 raised after global routing: yes
  – Final setup TNS: 0 ns
  – Pins Over Slew Limit: 0
  – Crit path time final: 1.68 ns
  – Final Hold Fails: 0
  – Register pins left without a clock: 13
  – Maximum clock rate: 0.594 GHz
  – Setup violators final: 0
  – Worst Tran Pin Value: 0.755 ns
  – Worst slew margin: 0.496
  – Endpoints left unconstrained: 26
  – Post-layout period usage: 0.991
  – Clk_skew: 0.00276 ns

Layout
  – Area added between synthesis and finish: 49.3%
  – Most frequent logic cell in the layout: clkdlybuf4s50_1
  – Share of cells above drive strength 1: 0.200
  – Top cells excl fill/tap: clkdlybuf4s50_1 (21), dfrtp_1 (14), dlxtn_1 (13), buf_4 (13), nor2_1 (10)
  – Final cell count without fillers: 197

Status
  – Status: complete, no violations

Run
  – OpenROAD warning count: 28
  – Max_cap viols: 0

Hold path
  – Worst min path class: in2async
state kept, by name, summed over array words and instances, names as in the netlist:
name,flops
LCD_RS,1
count_40u,11
LCD_DATA,8
state,3
next_state,3
LCD_EN,1
cell type report:
type	instances	area [sq um]
Tap cell	72	90.1
Fill cell	591	4270
Multi-Input combinational cell	54	350
Timing Repair Buffer	35	313
Inverter	5	18.8
Clock buffer	4	55.1
Sequential cell	27	546
what timing repair did:
| item | in CTS | in global routing |
|---|---|---|
| gates resized | 4 | 0 |
| cloned | 0 | 0 |
| pin swaps | 2 | 1 |
| setup buffers | 2 | 0 |
| hold buffers | 0 | 0 |
| endpoints found under the setup margin | 1 | 1 |
stage by stage:
stage | instance area [sq um] | hold WS, ns | util | setup WS [ns]
floorplan | 920 | 0.0444 | - | 0.282
global placement | 1310 | 0.521 | 0.231 | -0.0651
detailed placement | 1310 | 0.524 | 0.231 | -0.0977
CTS | 1370 | 0.409 | 0.243 | -0.00150
global route | 1370 | 0.424 | 0.243 | -0.0702
finish | 1370 | 0.404 | 0.243 | 0.0152
cell usage after synthesis, types with 2 or more instances:
cell     instances  area, sq um
nand2_1          6         22.5
a31oi_1          2         12.5
and4_1           2         17.5
a21oi_1          3         15.0
nand3_1          5         25.0
ha_1             2         25.0
nor2_1          10         37.5
dlxtn_1         13          195
inv_1            4         15.0
or3_1            3         18.8
nand4_1          3         18.8
dfrtp_1         14          350
xor2_1           5         43.8
kinds of logic after synthesis:
family / after synthesis / share of synthesized area
buffers and inverters: 6 / 0.0286
AND/OR/NAND/NOR: 38 / 0.245
latches: 13 / 0.212
AND-OR/OR-AND: 8 / 0.0490
flip-flops: 14 / 0.381
adder cells (fa/ha/maj): 2 / 0.0272
XOR/XNOR: 6 / 0.0571
power groups by stage:
stage	combinational (mW)	clock (mW)	sequential, mW
after CTS	0.0336	0.336	0.336
after global routing	0.0359	0.349	0.336
final	0.0327	0.325	0.336
worst min-delay path by stage:
stage / endpoint / slack (ns) / cells after the start
finish: count_40u[0] / 0.40 / 2
global route: count_40u[0] / 0.42 / 2
CTS: count_40u[0] / 0.41 / 2
layer usage:
metal | share of wire | GRT usage
met2 | 0.45 | 0.0588
met4 | 0 | 0.00113
met3 | 0.080 | 0.0222
met1 | 0.47 | 0.0529
met5 | 0 | 0
No activity file was given, so power comes from the tool's default toggle rates.
